## /design/flow/design.v

```verilog
`timescale 1ns/1ps
module PC(
	input Clk,
	input [31:0]i_pc,
	output [31:0]o_pc
);
reg [31:0]pc;
initial begin
	pc = 32'd0;
end
assign o_pc = pc;
always @(posedge Clk)
	begin
		pc <= i_pc; 
	end
endmodule 
```

## /design/flow/config.mk

```make
export PLATFORM = sky130hd
export DESIGN_NAME = PC
export DESIGN_NICKNAME = PC
export VERILOG_FILES = /design/flow/design.v
export SDC_FILE = /design/flow/constraint.sdc
export NUM_CORES = 4
export LEC_CHECK = 1
export CORE_AREA = 10 10 91 91
export DIE_AREA = 0 0 101 101
```

## /design/flow/constraint.sdc

```tcl
current_design PC

set clk_period 1.0
set clk_io_pct 0.2

create_clock -name clk0 -period $clk_period [get_ports {Clk}]

set non_clock_inputs [all_inputs -no_clocks]
set_input_delay [expr $clk_period * $clk_io_pct] -clock clk0 $non_clock_inputs
set_output_delay [expr $clk_period * $clk_io_pct] -clock clk0 [all_outputs]
```

## /design/flow/run.sh

```bash
#!/bin/bash
# OpenROAD 26Q1-2900-gdf79404cd8, Yosys 0.63+post, stock flow scripts
make -C /OpenROAD-flow-scripts/flow DESIGN_CONFIG=/design/flow/config.mk WORK_HOME=/design/flow/orfs finish
```

==> results.yml <==
# yosys + openroad results
run_status:
  status: "finished clean"
placed_design:
  gp_congestion: 0.704
  port_buffers: 64
final_layout:
  fill_cells: 678
  largest_register: "pc"
  syn2layout_area_growth_pct: 119
  logic_area_sq_um: 0
  layout_top_cell: "clkdlybuf4s50_1"
  utilization_pct: 22.1
  final_cell_mix: "32 x clkdlybuf4s50_1, 20 x dfxtp_1, 18 x clkbuf_2, 12 x dfxtp_2, 9 x clkdlybuf4s15_1"
  register_area_sq_um: 656
  largestRegisters: "pc (32)"
  drive_gt1_share_pct: 41.3
  layout.comb_gates.multi_input: 0
  largest_reg_flops: 32
synth:
  ys_cells: 32
  yosysUniqueCellTypes: 1
  fa_ha_area_share_pct: 0
  ys_seq_share_pct: 100
  mux_share_pct: 0
  syn_avg_cell_area_sq_um: 20.0
  synthAoiAreaFrac_pct: 0
  xor_area_share_pct: 0
  ys_area_sq_um: 641
  yosysTopAreaCell: "dfxtp_1"
  netlist_instances: 32
  mappedNetlistArea_sq_um: 641
  synthSimpleGateAreaFrac_pct: 0
  synth.area.top_cells: "dfxtp_1 100%"
  yosys_register_bits: 32
  yosysWarnings: 1
  netlist.area_leader.share_pct: 100
clock_tree:
  h-tree-depth: 2
  cts_sinks: 32
  hold_buffers: 0
  path_clk_slew_ns: 0.07
  ctsLongestPathBuffers: 2
  cts_tree: "yes"
  root_buffer: "clkbuf_8"
  cts_buffers: 5
power_and_ir_drop:
  intPower_uw: 2380
  p_seq_share_pct: 47.1
  combPwrFrac_pct: 6.4
  switching_share_pct: 17.6
  p_leak_uw: 0.000595
  powerDensity_nw_per_um2: 2060
  p_sw_uw: 510
  p_clk_share_pct: 46.5
  ir_drop_v: 0.000515
floorplanning:
  design.portCount: 65
  std_cell_rows: 29
  die_x_um: 101
  core_sq_um: 6350
  fp_util_pct: 10.1
  fp.dieH_um: 101
  die_area_sq_um: 10200
detailed_routing:
  insertedDiodeCount: 0
  m1WireLength_um: 799
  final_antenna_net_count: 0
  wl_um: 2260
  route.met2.wl_um: 1060
  vias: 483
  post_drt_via_cell_ratio: 2.67
  drt_iter0_drc: 3
  first_pass_iters: 3
  drc: 0
  wire_per_inst_um: 12.5
  routed-wl-met3_um: 352
  top_layer_used: "met4"
min_path:
  min_from: "i_pc[24]"
  hp-class: "in -> reg"
flow_run:
  cap_violations: 0
  warning_count: 25
worst_setup_path:
  crit_start: "pc[0]"
  criticalPathCategory: "reg -> out"
  cp-endpoint: "o_pc[0]"
  crit_family: "flip-flops"
  endpoint_kind: "output pin"
  crit_slowest_cell: "dfxtp_1"
  worstPathMaxFanout: 1
  crit_chain: "clkdlybuf4s15_1"
  crit_buf_inv: 1
  worstPathRequired_ns: 0.80
  start_kind: "register"
  path_depth: 1
  slowest_delay_ns: 0.31
  critical_path_arrival_ns: 0.75
global_routing:
  grt_max_degree: 11
  track_usage_pct: 4.32
  grt_pass1_vias: 532
  grt_pass1_wl_um: 3320
  antenna_found_initial: 0
  grt_overflow_total: 0
timing:
  drv_slew: 0
  fmax_ghz: 1.05
  rsz0062_at_grt: "false"
  slew_headroom_pct: 95.3
  worstMarginPinSlew_ns: 0.0697
  hold_viol_final: 0
  worst_hold_slack_ns: 0.351
  setup_violations: 0
  setup_tns_ns: 0
  fin_crit_ns: 0.951
  fin_crit_sh_pct: 95.1
## kinds of logic (layout without fill, tap and decap cells)
kind of cell,count (synthesis),after routing
buf+inv,0,72
flops,32,32
## cells in the mapped netlist
cell type / n
dfxtp_1: 32
## how the worst min path moves through the flow
stage                 cells past startpoint  endpoint
after CTS                                 1     pc[0]
after global routing                      1     pc[0]
final                                     1    pc[24]
## per-stage QoR
stage | instances | setup slack [ns] | cell area (sq um) | power, uW
final | 181 | 0.0490 | 1400 | 2890
after global routing | 181 | 0.00195 | 1400 | 3060
after CTS | 181 | 0.00837 | 1480 | 2990
after detailed placement | 173 | 0.00494 | 1380 | 1630
after global placement | 173 | 0.00100 | 1380 | 1630
after floorplan | 32 | 0.538 | 641 | 1370
## per-layer routing
| metal | GRT usage [%] | up-vias |
|---|---|---|
| li1 | - | 237 |
| met1 | 4.49 | 205 |
| met2 | 6.78 | 35 |
| met3 | 3.40 | 6 |
| met4 | 0.857 | 0 |
| met5 | 0 | - |
## cell type report
class	count	share of cell area [%]
Clock buffer	7	6.86
Clock inverter	1	2.14
Sequential cell	32	46.7
Tap cell	77	6.86
Timing Repair Buffer	64	37.4
## power groups by stage
stage	Combinational [uW]	Sequential, uW	Clock, uW
4_1_cts	213	1360	1420
5_1_grt	204	1370	1490
6_report	185	1360	1350
## timing repair
| action | in CTS | in global routing |
|---|---|---|
| endpoints found under the setup margin | 32 | 18 |
| resized | 73 | 30 |
| setup buffers | 0 | 0 |
| pin swaps | 0 | 0 |
Power and IR drop assume default switching activity.
