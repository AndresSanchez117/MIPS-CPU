## /design/flow/run.sh

```bash
#!/bin/bash
# OpenROAD 26Q1-2900-gdf79404cd8, Yosys 0.63+post, stock flow scripts
make -C /OpenROAD-flow-scripts/flow DESIGN_CONFIG=/design/flow/config.mk WORK_HOME=/design/flow/orfs finish
```

## /design/flow/config.mk

```make
export PLATFORM = sky130hd
export DESIGN_NAME = datapathIR
export DESIGN_NICKNAME = datapathIR
export VERILOG_FILES = /design/flow/design.v
export SDC_FILE = /design/flow/constraint.sdc
export NUM_CORES = 4
export LEC_CHECK = 1
export CORE_UTILIZATION = 30
```

## /design/flow/constraint.sdc

```tcl
current_design datapathIR

set clk_period 10.1
set clk_io_pct 0.2

create_clock -name clk0 -period $clk_period

set non_clock_inputs [all_inputs -no_clocks]
set_input_delay [expr $clk_period * $clk_io_pct] -clock clk0 $non_clock_inputs
set_output_delay [expr $clk_period * $clk_io_pct] -clock clk0 [all_outputs]
```

## /design/flow/design.v

```verilog
`timescale 1ns/1ps
module ALU(
	input [31:0] A_ALU,
	input [31:0] B_ALU,
	input [3:0]sel_ALU,
	output reg [31:0] O_ALU,
	output reg zf
);
wire [31:0] c1, c2, c3, c4; 
assign c1 = A_ALU & B_ALU; 
assign c2 = A_ALU | B_ALU; 
assign c3 = A_ALU ^ B_ALU; 
assign c4 = ~(A_ALU | B_ALU);
always @(*)
	begin
		case(sel_ALU)
			4'b0000:
				begin
					O_ALU = A_ALU + B_ALU;
				end
			4'b0001:
				begin
					O_ALU = A_ALU - B_ALU;
				end
			4'b0010:
				begin
					O_ALU = A_ALU * B_ALU;
				end
			4'b0011:
				begin
					O_ALU = A_ALU / B_ALU;
				end
			4'b0100:
				begin
					O_ALU = c1;
				end
			4'b0101:
				begin
					O_ALU = c2;
				end
			4'b0110:
				begin
					O_ALU = c3;
				end
			4'b0111:
				begin
					O_ALU = c4;
				end
			4'b1000:
				begin
					if(A_ALU < B_ALU)
						O_ALU = 1'b1;
					else
						O_ALU = 1'b0;
				end
		endcase
		case(O_ALU)
			32'd0:
				begin
					zf = 1'b1;
				end
		endcase
	end
endmodule 
`timescale 1ns/1ps
module ALUControl(
	input [2:0] i_Acontrol,
	input [5:0] i_fn,
	output reg [3:0] o_Acontrol
);
always @(*)
	begin
		case(i_Acontrol)
			3'b000:
				begin
					case(i_fn)
						6'b100000:
							begin
								o_Acontrol = 4'b0000;
							end
						6'b100010:
							begin
								o_Acontrol = 4'b0001;
							end
						6'b011000:
							begin
								o_Acontrol = 4'b0010;
							end
						6'b011010:
							begin
								o_Acontrol = 4'b0011;
							end
						6'b100100:
							begin
								o_Acontrol = 4'b0100;
							end
						6'b100101:
							begin
								o_Acontrol = 4'b0101;
							end
						6'b100110:
							begin
								o_Acontrol = 4'b0110;
							end
						6'b100111:
							begin
								o_Acontrol = 4'b0111;
							end
						6'b101010:
							begin
								o_Acontrol = 4'b1000;
							end
					endcase
				end
			3'b001:
				begin
					o_Acontrol = 4'b0000;
				end
			3'b010:
				begin
					o_Acontrol = 4'b0001;
				end
			3'b100:
				begin
					o_Acontrol = 4'b0100;
				end
			3'b011:
				begin
					o_Acontrol = 4'b0101;
				end
		endcase
	end
endmodule 
`timescale 1ns/1ps
module Add(
	input [31:0] A,
	input [31:0] B,
	output reg [31:0] O
);
always @(*)
	begin
		begin
			O = A + B;
		end
	end
endmodule 
`timescale 1ns/1ps
module CU(
	input [5:0] i_op,
	output reg [2:0] o_AC,
	output reg o_regWe,
	output reg o_memWe,
	output reg o_memRe,
	output reg o_MUXsel,
	output reg o_MUXtoALUB,
	output reg o_MUXtoAW,
	output reg o_branch,
	output reg o_jump
);
always @(*)
	begin
		case(i_op)
			6'b000000:
				begin
					o_AC = 3'b000;
					o_regWe = 1'b1;
					o_memWe = 1'b0;
					o_memRe = 1'b0;
					o_MUXsel = 1'b1;
					o_MUXtoALUB = 1'b1;
					o_MUXtoAW = 1'b1;
					o_branch = 1'b0;
					o_jump = 1'b0;
				end
			6'b101011:
				begin
					o_AC = 3'b001;
					o_regWe = 1'b0;
					o_MUXsel = 1'b0;
					o_MUXtoAW = 1'b0;
					o_MUXtoALUB = 1'b0;
					o_memRe = 1'b0;
					#0.5;
					o_memWe = 1'b1;
					o_branch = 1'b0;
					o_jump = 1'b0;
				end
			6'b100011:
				begin
					o_AC = 3'b001;
					o_regWe = 1'b1;
					o_memWe = 1'b0;
					o_memRe = 1'b1;
					o_MUXsel = 1'b0;
					o_MUXtoALUB = 1'b0;
					o_MUXtoAW = 1'b0;
					o_branch = 1'b0;
					o_jump = 1'b0;
				end
			6'b001000:
				begin
					o_AC = 3'b001;
					o_regWe = 1'b1;
					o_memWe = 1'b0;
					o_memRe = 1'b0;
					o_MUXsel = 1'b1;
					o_MUXtoALUB = 1'b0;
					o_MUXtoAW = 1'b0;
					o_branch = 1'b0;
					o_jump = 1'b0;
				end
			6'b001100:
				begin
					o_AC = 3'b100;
					o_regWe = 1'b1;
					o_memWe = 1'b0;
					o_memRe = 1'b0;
					o_MUXsel = 1'b1;
					o_MUXtoALUB = 1'b0;
					o_MUXtoAW = 1'b0;
					o_branch = 1'b0;
					o_jump = 1'b0;
				end
			6'b001101:
				begin
					o_AC = 3'b011;
					o_regWe = 1'b1;
					o_memWe = 1'b0;
					o_memRe = 1'b0;
					o_MUXsel = 1'b1;
					o_MUXtoALUB = 1'b0;
					o_MUXtoAW = 1'b0;
					o_branch = 1'b0;
					o_jump = 1'b0;
				end
			6'b000100:
				begin
					o_AC = 3'b010;
					o_regWe = 1'b0;
					o_memWe = 1'b0;
					o_memRe = 1'b0;
					o_MUXsel = 1'b0;
					o_MUXtoALUB = 1'b1;
					o_MUXtoAW = 1'b1;
					o_branch = 1'b1;
					o_jump = 1'b0;
				end
			6'b000010:
				begin
					o_AC = 3'b000;
					o_regWe = 1'b0;
					o_memWe = 1'b0;
					o_memRe = 1'b0;
					o_MUXsel = 1'b0;
					o_MUXtoALUB = 1'b1;
					o_MUXtoAW = 1'b1;
					o_branch = 1'b0;
					o_jump = 1'b1;
				end
		endcase
	end
endmodule 
`timescale 1ns/1ps
module MUX2to1 (
	input MUX_sel,
	input [31:0] X,
	input [31:0] Y,
	output reg [31:0] o_MUX
);
always @(*)
	begin
		case(MUX_sel)
			1'b0:
				begin
					o_MUX <= X;
				end
			1'b1:
				begin
					o_MUX <= Y;
				end
		endcase
	end
endmodule 
`timescale 1ns/1ps
module MemA(
	input We,
	input Re,
	input [31:0]address,
	input [31:0]dataWrite,
	output reg [31:0]data
);
reg [31:0] memA [0:127];
always @(*)
	begin
		case(We)
			1'b1:
				begin
					memA[address] = dataWrite;
				end
		endcase
		case(Re)
			1'b1:
				begin
					data = memA[address];
				end
		endcase
	end
endmodule 
`timescale 1ns/1ps
module RF(
	input We,
	input [4:0]AR1,
	input [4:0]AR2,
	input [4:0]WA,
	input [31:0]DW,
	output reg [31:0]DR1,
	output reg [31:0]DR2
);
reg [31:0] rf [31:0];
initial begin
	rf[0] = 32'd0;
	rf[1] = 32'd0;
	rf[2] = 32'd0;
	rf[3] = 32'd0;
	rf[10] = 32'd0;  
end
always @(*)
	begin
		case(We)
			1'b1:
				begin
					rf[WA] = DW;
				end
		endcase
		DR1 = rf[AR1];
		DR2 = rf[AR2];
	end
endmodule 
`timescale 1ns/1ps
module datapathIR(
	input [31:0] instruction,
	input [31:0] currentInst,
	output [31:0] programCounter
);
	wire [4:0] Rs_AR1;
	wire [4:0] Rt_AR2;
	wire [4:0] Rd_WA;
	wire [5:0] Op_CU;
	wire [5:0] fn_Acontrol;
	wire [31:0] DR1_AALU;
	wire [31:0] DR2_MUXtoALUB;
	wire [31:0] MUXtoALUB_BALU;
	wire [4:0] MUXtoAW_AW;
	wire [31:0] OALU_dataWmem;
	wire [31:0] DR2_indexMem;
	wire [31:0] dataMem_XMUX;
	wire [31:0] OALU_YMUX;
	wire [31:0] oMUX1_DW;
	wire [3:0] oAcontrol_ALUSel;
	wire [15:0] inm_extSig;
	wire [31:0] extSig_muxSig;
	wire [31:0] extSig_shiftL;
	wire [31:0] shiftL_AddB;
	wire [31:0] AddB_muxPC;
	wire [31:0] AddPC_muxPC;
	wire [25:0] jumpOffset;
	wire [3:0] pcToJump;
	wire [31:0] jumpAddress;
	wire [27:0] shiftToJump;
	wire muxPCsel;
	wire zfValue;
	wire branchControl;
	wire [31:0] oMuxPC1_oMuxPC2;
	wire CU_We;
	wire [2:0] CU_iAcontrol;
	wire CU_WeMem;
	wire CU_ReMem;
	wire CU_MUXSel;
	wire CU_MUXtoAW;
	wire CU_MUXtoALUB;
	wire CU_jump;
	assign Op_CU = instruction[31:26];
	assign Rs_AR1 = instruction[25:21];
	assign Rt_AR2 = instruction[20:16];
	assign Rd_WA = instruction[15:11];
	assign fn_Acontrol = instruction[5:0];
	assign inm_extSig = instruction[15:0];
	assign jumpOffset = instruction[25:0];
	assign DR2_indexMem = DR2_MUXtoALUB;
	assign OALU_YMUX = OALU_dataWmem;
	assign extSig_shiftL = extSig_muxSig;
	assign AddPC_muxPC = currentInst;
	assign muxPCsel = zfValue & branchControl;
	assign pcToJump = currentInst[31:28];
	assign jumpAddress = {pcToJump,shiftToJump};
	CU CU0(
		.i_op(Op_CU),
		.o_AC(CU_iAcontrol),
		.o_regWe(CU_We),
		.o_memWe(CU_WeMem),
		.o_memRe(CU_ReMem),
		.o_MUXsel(CU_MUXSel),
		.o_MUXtoALUB(CU_MUXtoALUB),
		.o_MUXtoAW(CU_MUXtoAW),
		.o_branch(branchControl),
		.o_jump(CU_jump)
	);
	RF RF0(
		.We(CU_We),
		.AR1(Rs_AR1),
		.AR2(Rt_AR2),
		.WA(MUXtoAW_AW),
		.DW(oMUX1_DW),
		.DR1(DR1_AALU),
		.DR2(DR2_MUXtoALUB)
	);
	ALUControl AC0(
		.i_Acontrol(CU_iAcontrol),
		.i_fn(fn_Acontrol),
		.o_Acontrol(oAcontrol_ALUSel)
	);
	ALU ALU0(
		.A_ALU(DR1_AALU),
		.B_ALU(MUXtoALUB_BALU),
		.sel_ALU(oAcontrol_ALUSel),
		.O_ALU(OALU_dataWmem),
		.zf(zfValue)
	);
	MemA MemData(
		.We(CU_WeMem),
		.Re(CU_ReMem),
		.address(OALU_dataWmem),
		.dataWrite(DR2_indexMem),
		.data(dataMem_XMUX)
	);
	MUX2to1 memOrAlu(
		.MUX_sel(CU_MUXSel),
		.X(dataMem_XMUX),
		.Y(OALU_YMUX),
		.o_MUX(oMUX1_DW)
	);
	MUX2to1 MUXtoALUB(
		.MUX_sel(CU_MUXtoALUB),
		.X(extSig_muxSig),
		.Y(DR2_MUXtoALUB),
		.o_MUX(MUXtoALUB_BALU)
	);
	MUX2to1 MuxtoPC(
		.MUX_sel(muxPCsel),
		.X(AddPC_muxPC),
		.Y(AddB_muxPC),
		.o_MUX(oMuxPC1_oMuxPC2)
	);
	MUX2to1 MuxtoPC2(
		.MUX_sel(CU_jump),
		.X(oMuxPC1_oMuxPC2),
		.Y(jumpAddress),
		.o_MUX(programCounter)
	);
	MUX2to1 MUXtoAW(
		.MUX_sel(CU_MUXtoAW),
		.X(Rt_AR2),
		.Y(Rd_WA),
		.o_MUX(MUXtoAW_AW)
	);
	extSig extSig0(
		.i_inm(inm_extSig),
		.o_extSig(extSig_muxSig)
	);
	shiftLeft shift0(
		.i_shift(extSig_shiftL),
		.o_shift(shiftL_AddB)
	);
	shiftJump shift1(
		.i_shift(jumpOffset),
		.o_shift(shiftToJump)
	);
	Add AddBranch(
		.A(currentInst),
		.B(shiftL_AddB),
		.O(AddB_muxPC)
	);
endmodule 
`timescale 1ns/1ps
module extSig(
	input [15:0] i_inm,
	output reg [31:0] o_extSig
);
always @(*)
	begin
		case(i_inm[15])
			1'b0:
				begin
					o_extSig = {16'b0000000000000000,i_inm};
				end
			1'b1:
				begin
					o_extSig = {16'b1111111111111111,i_inm};
				end
		endcase
	end
endmodule 
`timescale 1ns/1ps
module shiftJump(
	input [25:0] i_shift,
	output reg [27:0] o_shift
);
always @(*)
	begin
		o_shift=i_shift<<2;
	end
endmodule 
`timescale 1ns/1ps
module shiftLeft(
	input [31:0] i_shift,
	output reg [31:0] o_shift
);
always @(*)
	begin
		o_shift=i_shift<<2;
	end
endmodule 
```

==> results.txt <==
Item: results of the latest flow run.

- Along the worst path, the maximum fanout reaches 19.
- The report lists the number of standard-cell rows as 30.
- The number of unconstrained endpoints is 2.
- The total detailed-routing wirelength is 7072 µm.
- By area the synthesized netlist is led by ha_1 16%, a21oi_1 8.8%, o21ai_0 8.1%.
- In the final routed layout, each cell accounts on average for 13.89 µm.
- Setup repair after global routing left no endpoint under its margin.
- The worst setup path category is in2out.
- The area taken by flip-flops and latches is 30.03 µm².
- The violation tally from detailed-route iteration zero is 125.
- The routed via count divided by cell count is 5.385.
- Of the total power, registers draw 0.004.
- The via count of the first global-routing pass was 2471.
- Of all cell types, the one taking the most synthesized area is ha_1.
- The category of cells accounting for the largest share of critical-path delay is buffers and inverters.
- On the worst path, the slowest cell contributes a delay of 0.83 ns.
- The filler cells instantiated in the layout total 702.
- The area fraction in and, or, nand and nor cells after synthesis is 0.2332.
- The post-synthesis share of cell area spent on full adders, half adders and majority gates is 0.1732.
- The all-layer global routing usage is 0.1854.
- The highest-delay cell along the critical path is clkdlybuf4s50_1.
- The number of non-filler instances in the completed layout is 509.
- The worst path in the final design needs a cycle of 7.420 ns, including I/O delays and setup.
- The share of the synthesized area in the top cell type is 0.1641.
- The floorplan step records an initial core utilization of 0.3184.
- The buffering stage count on the worst path with inverters included is 2.
- Counting flops with a built-in enable in the synthesized netlist gives 0.
- Synthesis produced 328 cells.
- The routed layout has 2741 vias.
- The synthesized netlist was found by Yosys to have 328 cells.
- Traced cell by cell, the critical path runs through clkdlybuf4s50_1 -> ha_1 -> nand4_1 -> nor3_1 -> o31ai_1 -> o211a_1 -> a21oi_1 -> a31oi_1 -> xor2_1 -> o21ai_0 -> clkdlybuf4s50_1.
- In the final timing run, aggregate negative setup slack is 0 ns.
- The gate-level netlist out of Yosys references 59 unique cell types.
- The region available for standard cell placement spans 0.006944 mm².
- The script computed a power per unit cell area of 49.44 mW/mm².
- The area fraction in compound gates is 0.4012.
- Of the total power, the share spent switching nets is 0.4719.
- Entering global routing, the biggest net connects 41 pins.
- The power spent charging and discharging nets is 75.81 µW.
- The clock network fraction of total power is 0.
- The horizontal die dimension reported for this design is 87.85 µm.
- The post-cts sizing count is 0.
- In this run the tools logged warnings totalling 32.
- The logic gate share of total power is 0.996.
- The synthesized flop and latch total is 2.
- The number of detailed-routing iterations run before antenna repair is 4.
- The cell occurring most often along the worst timing path is clkdlybuf4s50_1.
- The prevailing post-synth register cell is dlxtn_1.
- The hold buffer count at CTS is 0.
- The combinational cell area excluding buffers and inverters is 0.002093 mm².
- Averaged over all synthesized cells, the footprint is 6.740 µm².
- The top cell types in the final layout, fill and taps aside, are 96 x clkdlybuf4s50_1, 39 x a21oi_1, 37 x nand2_1.
- On the critical path the data arrives at 5.40 ns.
- The total setup violations reported at the end of the flow is 0.
- Once detail routing completed, the nets flagged for antenna violations numbered 0.
- The run finished with clean final reports.
- IR analysis of the VDD net gives a maximum drop of 17.32 µV.
- In this run the post-CTS setup repair buffer count came out at 0.
- The power report lists cell-internal power as 84.82 µW.
- The data required time of the critical path is 8.08 ns.
- Summed over all nets, the half-perimeter wirelength after detailed placement is 5745 µm.
- Of the total synthesized cell area, the portion taken by XOR and XNOR cells is 0.1030.
- The sink of the worst hold path is programCounter[0].
- The count of inserted antenna diode cells is 0.
- The count of synthesis-stage warnings from yosys is 2316.
- The worst slew slack as a fraction of its limit is 0.4639.
- The first global-routing pass estimated 11410 µm of wire.
- The final weighted congestion recorded by global placement is 0.9561.
- Yosys reported that registers with async set or reset make up 0.
- Summed over all cells, the static leakage comes to 1.277 nW.
- The worst hold-check path type is in2out.
- The leftover overflow at the end of global routing is 0.
- The max-cap check violation count is 0.
- Per the final timing report, the hold violations number 0.
- The height of the die is 87.85 µm.
- The kind of end point of the critical path is an output pin.
- The number of port buffers is 96.
- The DRC violation count after routing is 0.
- The count of unclocked register or latch pins is 2.
- Per the run report, area growth between synthesis and finish was 46.97%.
- The number of antenna violations at the first check in global routing came to 0.
- Among logic cells in the layout, the one with the most instances is clkdlybuf4s50_1.
- The worst hold path begins at currentInst[0].
- For the pin with the worst max-slew slack, the measured transition is 0.8016 ns.
- The flow reports an fmax of 134.8 MHz.
- The area of the die is 0.007717 mm².
- The mux share of post-synthesis cell area is 0.03622.
- The synthesized netlist has a Yosys-reported chip area of 0.002211 mm².
- In the hold timing report, the worst path depth is 3.
- Per the final report, max-transition violations number 0.
- The critical path startpoint category is a primary input.
- In this run the count of I/O pins placed on the die edge is 96.
- In the final layout, the share of cells above drive strength 1 is 0.03390.
- The part of the cycle the worst path needs is 0.7347.
- The area of the mapped netlist is 0.002211 mm².
- The detailed placer reported the number of placed instances as 509.
- The synthesis run identifies the leading combinational cell family as AND-OR/OR-AND gates.
[state kept, by name, indices dropped and copies added, names as in the netlist]
signal,cells
CU0.o_branch,1
CU0.o_jump,1
[cells by family after synthesis]
family,Yosys count
adders and majority gates,30
xor gates and xnor gates,26
and+or+nand+nor,102
muxes,8
latches,2
buffers and inverters,21
AOI/OAI and AO/OA,139
[per-layer routing]
| layer | track usage | part of all wire |
|---|---|---|
| met1 | 0.2834 | 0.50 |
| met2 | 0.2939 | 0.42 |
| met3 | 0.02004 | 0.075 |
| met4 | 0.01192 | 0.0082 |
| met5 | 0 | 0 |
[layout make-up]
type / instances / share of cell area
multi-input combinational: 305 / 0.6442
timing repair buffer: 98 / 0.3003
tap: 96 / 0.03697
sequential: 2 / 0.009241
inverter: 8 / 0.009241
[worst max-delay path by stage]
| stage | startpoint | end | slack (ns) | depth (start not counted) |
|---|---|---|---|---|
| after CTS | instruction[15] | programCounter[30] | 2.67 | 11 |
| after global routing | instruction[15] | programCounter[30] | 2.37 | 11 |
| final | instruction[15] | programCounter[30] | 2.68 | 11 |
[per-stage QoR]
stage                     instance area [µm²]  hold slack (ns)  setup slack [ns]  power, mW    util
after floorplan                          2211            4.069             4.040    0.09512       -
after global routing                     3249            4.976             2.367     0.1777  0.4679
final                                    3249            4.933             2.680     0.1606  0.4679
after CTS                                3249            4.943             2.674     0.1607  0.4679
after detailed placement                 3249            4.937             2.686     0.1594  0.4679
after global placement                   3249            4.943             2.708     0.1604  0.4679
[power by group through the flow]
stage	registers (mW)	logic [mW]	clock network, mW
6_report	0.000627	0.160	0
5_1_grt	0.000657	0.177	0
4_1_cts	0.000633	0.160	0
[synth_stat cells, types with 4 or more instances]
master,count
xnor2_1,11
nor2_1,16
a21oi_1,39
a21o_1,7
nand4_1,7
o21ai_1,8
buf_2,4
a211oi_1,4
nor2b_1,4
o21ai_0,36
a22oi_1,10
and2_1,5
nand3_1,8
ha_1,29
xor2_1,15
nor3_1,5
and3_1,4
clkbuf_1,7
o21a_1,6
nand2_1,37
mux2i_1,8
inv_1,7
[tightest hold or removal path, delay by kind of cell]
family	cells	cell delay (ns)
buffers and inverters	2	0.78
AND/OR/NAND/NOR	1	0.12
Power is estimated from default activity; no workload was simulated.
